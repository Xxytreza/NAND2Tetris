[design/flow/run.sh]
#!/bin/bash
# OpenROAD 26Q1-2900-gdf79404cd8, Yosys 0.63+post, stock flow scripts
make -C /OpenROAD-flow-scripts/flow DESIGN_CONFIG=/design/flow/config.mk WORK_HOME=/design/flow/orfs finish
[design/flow/config.mk]
export PLATFORM = sky130hd
export DESIGN_NAME = cpu_main
export DESIGN_NICKNAME = cpu_main
export VERILOG_FILES = /design/flow/design.v
export SDC_FILE = /design/flow/constraint.sdc
export NUM_CORES = 4
export LEC_CHECK = 1
export CORE_UTILIZATION = 50
[design/flow/constraint.sdc]
current_design cpu_main

set clk_period 13.0
set clk_io_pct 0.2

create_clock -name clk0 -period $clk_period [get_ports {clk}]

set non_clock_inputs [all_inputs -no_clocks]
set_input_delay [expr $clk_period * $clk_io_pct] -clock clk0 $non_clock_inputs
set_output_delay [expr $clk_period * $clk_io_pct] -clock clk0 [all_outputs]
[design/flow/design.v]
`timescale 1ns/1ps
module cpu_main(
    input        clk,
    input  [7:0] opcode,        
    input  [31:0] a, b,         
    output reg [31:0] result,
    output reg done             
);
    wire [31:0] sum;
    wire [31:0] product;
    bit_adder_32 adder(.a(a), .b(b), .sum(sum));
    bit_multiplier_32 mult(.a(a), .b(b), .product(product));
    always @(posedge clk) begin
        done <= 0;
        case (opcode)
            8'h01: result <= sum;       
            8'h02: result <= product;   
            default: result <= 0;
        endcase
        done <= 1;
    end
endmodule
module bit_adder_32 (
    input wire [31:0] a,       
    input wire [31:0] b,       
    output wire [31:0] sum     
);
    assign sum = a + b;       
endmodule
module bit_multiplier_32 (
    input wire [31:0] a,       
    input wire [31:0] b,       
    output wire [31:0] product  
);
    assign product = a * b;    
endmodule
==> flow_summary.json <==
{
  "crit_chain": "clkdlybuf4s50_1 -> and2_1 -> fa_1 -> inv_1 -> fa_1 -> fa_1 -> fa_1 -> inv_1 -> fa_1 -> inv_1 -> fa_1 -> inv_1 -> fa_1 -> fa_1 -> ha_1 -> a21o_1 -> a21oi_2 -> o22ai_1 -> o41a_1 -> a31o_1 -> a41o_1 -> a221o_1 -> xnor2_1 -> o21ai_1",
  "route.met2.wl_mm": 22.87,
  "crit_arrival_ns": 10.10,
  "fill_cells": 3199,
  "drive_gt1_share_pct": 2.696,
  "worstHoldStart": "opcode[0]",
  "setup_violations": 0,
  "die_x_um": 191.5,
  "largest_reg_flops": 32,
  "yosysMostFrequentCell": "fa_1",
  "holdCritPathClass": "input pin to flip-flop",
  "wl_met1_mm": 21.04,
  "critical-path-top-delay-family": "adder cells",
  "outcome": "finished clean",
  "drc": 0,
  "firstDrtPassIters": 4,
  "hold_buffers": 0,
  "warnings": 25,
  "syn_area_per_cell_um2": 9.067,
  "ys_area_mm2": 0.01796,
  "yosysUniqueCellTypes": 65,
  "clk_path_buf_depth": 2,
  "max_freq_mhz": 100.7,
  "area_growth_pct": 9.481,
  "enable_flop_cells": 0,
  "synth-seq-area-share_pct": 3.567,
  "placed_area_mm2": 0.01951,
  "crit_type": "input pin to flip-flop",
  "crit_buf_inv": 5,
  "period_needed_ns": 9.935,
  "ys_cells": 1981,
  "cts.repair.resized": 0,
  "htree_levels": 2,
  "synthTopCellsByCount": "fa_1, inv_1, and2_1, nand2_1, ha_1",
  "grt_pass1_wl_mm": 82.64,
  "cpPeakStageDelay_ns": 0.84,
  "ioPinCount": 106,
  "grt_overflow": 0,
  "die-area_mm2": 0.03668,
  "netlist.area_leader.share_pct": 45.59,
  "vias": 13300,
  "max-slew-margin-rel_pct": 44.90,
  "fin_crit_sh_pct": 76.43,
  "ant_nets": 0,
  "crit_path_top_delay_cell": "clkdlybuf4s50_1",
  "cts_buffers": 5,
  "ys_warn_count": 1,
  "dieHeight_um": 191.5,
  "grt_max_degree": 33,
  "clkTransAtPathRegs_ns": 0.07,
  "reg_top3": "result x32",
  "root_buffer": "clkbuf_16",
  "wl_mm": 52.05,
  "wl_met3_mm": 6.909,
  "coreArea_mm2": 0.03548,
  "rsz0062_at_grt": "false",
  "route.top_layer_used": "met4",
  "top_area_cell": "fa_1",
  "finalNonFillerCells": 2501,
  "antenna_found_initial": 0,
  "grt_pass1_vias": 14390,
  "ys_ff": 32,
  "synth_area_mm2": 0.01796,
  "finalSetupTns_ns": 0,
  "cp_max_fo": 17,
  "start_kind": "input pin",
  "syn_inst": 1981,
  "drt-initial-drc-count": 485,
  "placed_cells": 2494,
  "largest_register": "result",
  "area_leaders": "fa_1, ha_1, and2_1",
  "diodes": 0,
  "rows": 69,
  "wl_per_cell_um": 20.81,
  "design_area_mm2": 0.01966,
  "post_cts.repair.setup_buffers": 0,
  "grt_util_all_layers_pct": 32.97,
  "cts_tree": "done",
  "fp-utilization_pct": 50.62,
  "place.gp.congestion": 0.9614,
  "cp-end-kind": "flip-flop",
  "comb_area_mm2": 0.01554,
  "portBuffers": 104,
  "holdPathStages": 4,
  "maxSlewViolCount": 0,
  "dp_hpwl_mm": 39.30,
  "async_flop_share_pct": 0,
  "register_area_um2": 640.6,
  "tightestPinTransition_ns": 0.8247,
  "min_to": "result[2]",
  "ff_type": "dfxtp_1",
  "maxCapViolations": 0,
  "vias_per_cell": 5.319,
  "clock-sinks": 32,
  "cp_common_cell": "fa_1",
  "finalHoldViolCount": 0,
  "cp.required_ns": 13.16
}
## layout make-up
cell class / instances / area share, %
repair buffers: 140 / 6.668
well taps: 461 / 2.933
multi-input cells: 1477 / 79.03
flip-flops and latches: 32 / 3.258
inverters: 384 / 7.330
clock buffers: 7 / 0.7763
## cells by family (layout without fill, tap and decap cells)
logic type | count (synthesis) | count (layout) | share of synthesized area (%)
AOI/OAI and AO/OA | 181 | 181 | 6.736
DFF | 32 | 32 | 3.567
adders and majority gates | 563 | 563 | 56.31
xor gates and xnor gates | 111 | 111 | 5.413
buffers and inverters | 472 | 531 | 9.906
muxes | 1 | 1 | 0.05573
other | 1 | 1 | 0.02088
and+or+nand+nor | 620 | 620 | 17.99
## how the worst max path moves through the flow
stage	from	end	depth (start not counted)
4_1_cts	b[9]	result[30]	25
6_report	a[16]	result[30]	24
5_1_grt	a[16]	result[30]	24
## per-stage QoR
| stage | worst slack [ns] | hold slack [ns] | utilization, % |
|---|---|---|---|
| 2_1_floorplan | 3.737 | 2.828 | - |
| 3_3_place_gp | 2.891 | 3.262 | 54.99 |
| 3_5_place_dp | 2.795 | 3.259 | 54.99 |
| 4_1_cts | 3.103 | 3.138 | 55.42 |
| 5_1_grt | 2.714 | 3.213 | 55.42 |
| 6_report | 3.065 | 3.151 | 55.42 |
## cells in the final DEF, fill, tap and decap left out, types with 15 or more instances in the layout
cell             count
a21o_1              15
fa_1               409
inv_1              384
dfxtp_1             32
clkdlybuf4s50_1    104
buf_4               36
o22ai_1             23
ha_1               154
o21ai_0             30
and2_1             304
xnor2_1             76
nor2_1              21
a21oi_1             45
xor2_1              35
nand2_1            241
## routing by layer
metal | track usage (%) | up-vias
met2 | 47.12 | 623
met1 | 48.02 | 6528
li1 | - | 6090
met4 | 5.739 | 0
met5 | 0 | -
met3 | 16.84 | 63
