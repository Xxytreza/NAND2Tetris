### ./design.v
module uart_loopback_top #(
    parameter int BIT_RATE = 9600,
    parameter int CLK_FREQ = 50_000_000,
    parameter int PAYLOAD_BITS = 8
)(
    input wire clk,                
    input wire resetn,             
    input wire [7:0] sw,           
    input wire btn_send,           
    output wire [7:0] led,         
    output wire led_tx_busy,       
    output wire led_rx_valid       
);
    wire uart_line;
    wire tx_busy;
    wire [7:0] rx_data;
    wire rx_valid;
    reg btn_send_reg, btn_send_prev;
    wire btn_pulse;
    always_ff @(posedge clk or negedge resetn) begin
        if (!resetn) begin
            btn_send_reg <= 0;
            btn_send_prev <= 0;
        end else begin
            btn_send_reg <= btn_send;
            btn_send_prev <= btn_send_reg;
        end
    end
    assign btn_pulse = btn_send_reg && !btn_send_prev;
    uart_transmitter #(
        .BIT_RATE(BIT_RATE),
        .CLK_FREQ(CLK_FREQ),
        .PAYLOAD_BITS(PAYLOAD_BITS),
        .STOP_BITS(1)
    ) uart_tx (
        .clk(clk),
        .resetn(resetn),
        .tx_data(sw),            
        .tx_start(btn_pulse),    
        .tx(uart_line),          
        .tx_busy(tx_busy)
    );
    uart_receiver #(
        .BIT_RATE(BIT_RATE),
        .CLK_FREQ(CLK_FREQ),
        .PAYLOAD_BITS(PAYLOAD_BITS),
        .EOF_BITS(1)
    ) uart_rx (
        .clk(clk),
        .resetn(resetn),
        .receiver_pin(uart_line),   
        .enabled(1'b1),             
        .data(rx_data),
        .is_valid(rx_valid),
        .got_break()                
    );
    reg [7:0] led_reg;
    always_ff @(posedge clk or negedge resetn) begin
        if (!resetn) begin
            led_reg <= 8'h00;
        end else if (rx_valid) begin
            led_reg <= rx_data;   
        end
    end
    assign led = led_reg;
    assign led_tx_busy = tx_busy;
    assign led_rx_valid = rx_valid;
endmodule
module uart_receiver #(
    parameter int BIT_RATE = 9600,          
    parameter int CLK_FREQ = 50_000_000,    
    parameter int PAYLOAD_BITS = 8,         
    parameter int EOF_BITS = 1              
)(
    input wire clk,                         
    input wire resetn,                      
    input wire receiver_pin,                
    input wire enabled,                     
    output wire got_break,                  
    output wire is_valid,                   
    output logic [PAYLOAD_BITS-1:0] data    
);
localparam int CLK_PER_BIT = CLK_FREQ / BIT_RATE;       
localparam int HALF_BIT = CLK_PER_BIT / 2;               
localparam int COUNT_REG_LEN = 1 + $clog2(CLK_PER_BIT);  
typedef enum logic [2:0] {
    IDLE       ,     
    START_BIT  ,     
    DATA_BITS  ,     
    STOP_BIT   ,     
    CLEANUP          
} state_t;
state_t curr_state, next_state;            
reg rx_sync1;                              
reg rx_sync2;                              
reg [PAYLOAD_BITS-1:0] rx_shift_reg;         
reg [COUNT_REG_LEN-1:0] cycle_counter;    
reg [$clog2(PAYLOAD_BITS):0] bit_counter;    
reg data_valid;                            
reg break_detected;                        
always_ff @(posedge clk or negedge resetn) begin 
    if(!resetn) begin
        curr_state <= IDLE;
        cycle_counter <= 0;
        bit_counter <= 0;
        rx_shift_reg <= 0;
        data <= 0;
        data_valid <= 0;
        break_detected <= 0;
        rx_sync1 <= 1;
        rx_sync2 <= 1;
    end else if (enabled) begin 
        rx_sync1 <= receiver_pin;
        rx_sync2 <= rx_sync1;
        curr_state <= next_state;
        data_valid <= 0;
        case (curr_state) 
            IDLE: begin
                cycle_counter <= 0;
                bit_counter <= 0;
                break_detected <= 0;
            end
            START_BIT: begin
                if(cycle_counter == HALF_BIT - 1) begin
                    cycle_counter <= 0;
                end else begin 
                    cycle_counter <= cycle_counter + 1;
                end 
            end
            DATA_BITS: begin
                if(cycle_counter == CLK_PER_BIT - 1) begin
                    cycle_counter <= 0;
                    rx_shift_reg[bit_counter] <= rx_sync2;
                    bit_counter <= bit_counter + 1;
                end else begin 
                    cycle_counter <= cycle_counter + 1;
                end
            end
            STOP_BIT: begin 
                if(cycle_counter == CLK_PER_BIT - 1) begin
                    cycle_counter <= 0;
                    if(rx_sync2 == 1) begin
                        data <= rx_shift_reg;
                        data_valid <= 1;
                    end else begin
                        break_detected <= 1;
                    end
                end else begin
                    cycle_counter <= cycle_counter + 1;
                end
            end
            CLEANUP: begin
                cycle_counter <= 0;
                bit_counter <= 0;
            end
        endcase
    end 
end 
always_comb begin
    next_state = curr_state;
    case (curr_state)
        IDLE: begin
            if(rx_sync2 == 0) begin
                next_state = START_BIT;
            end
        end
        START_BIT: begin
            if (cycle_counter == HALF_BIT - 1) begin
                if(rx_sync2 == 0) begin
                    next_state = DATA_BITS;
                end else begin
                    next_state = IDLE;
                end
            end 
        end 
        DATA_BITS: begin
            if (cycle_counter == CLK_PER_BIT - 1) begin
                if (bit_counter >= PAYLOAD_BITS) begin
                    next_state = STOP_BIT;
                end
            end 
        end
        STOP_BIT: begin
            if(cycle_counter == CLK_PER_BIT - 1) begin
                next_state = CLEANUP;
            end
        end
        CLEANUP: begin
            next_state = IDLE;
        end
        default: begin
            next_state = IDLE;
        end
    endcase
end 
assign is_valid = data_valid;
assign got_break = break_detected;
endmodule
module uart_transmitter #(
    parameter int BIT_RATE = 9600,          
    parameter int CLK_FREQ = 50_000_000,    
    parameter int PAYLOAD_BITS = 8,         
    parameter int STOP_BITS = 1             
)(
    input wire clk,                         
    input wire resetn,                      
    input wire [PAYLOAD_BITS-1:0] tx_data,  
    input wire tx_start,                    
    output logic tx,                        
    output logic tx_busy                    
);
localparam int CLK_PER_BIT = CLK_FREQ / BIT_RATE;       
localparam int COUNT_REG_LEN = 1 + $clog2(CLK_PER_BIT);  
typedef enum logic [2:0] {
    IDLE       ,     
    START_BIT  ,     
    DATA_BITS  ,     
    STOP_BIT   ,     
    CLEANUP          
} state_t;
state_t curr_state, next_state;            
reg [PAYLOAD_BITS-1:0] tx_shift_reg;       
reg [COUNT_REG_LEN-1:0] cycle_counter;     
reg [$clog2(PAYLOAD_BITS):0] bit_counter;  
reg tx_reg;                                
reg busy_reg;                              
always_ff @(posedge clk or negedge resetn) begin
    if (!resetn) begin
        cycle_counter <= 0;
        bit_counter <= 0;
        tx_shift_reg <= 0;
        tx_reg <= 1;          
        busy_reg <= 0;
    end else begin
        curr_state <= next_state;
        case (curr_state)
            IDLE: begin
                tx_reg <= 1;
                busy_reg <= 0;
                cycle_counter <= 0;
                bit_counter <= 0;
                if (tx_start) begin
                    tx_shift_reg <= tx_data;
                    busy_reg <= 1;
                end
            end
            START_BIT: begin
                tx_reg <= 0;
                if (cycle_counter == CLK_PER_BIT - 1) begin
                    cycle_counter <= 0;
                end else begin
                    cycle_counter <= cycle_counter + 1;
                end
            end
            DATA_BITS: begin
                tx_reg <= tx_shift_reg[bit_counter];
                if (cycle_counter == CLK_PER_BIT - 1) begin
                    cycle_counter <= 0;
                    bit_counter <= bit_counter + 1;
                end else begin
                    cycle_counter <= cycle_counter + 1;
                end
            end
            STOP_BIT: begin
                tx_reg <= 1;
                if (cycle_counter == CLK_PER_BIT - 1) begin
                    cycle_counter <= 0;
                end else begin
                    cycle_counter <= cycle_counter + 1;
                end
            end
            CLEANUP: begin
                tx_reg <= 1;
                busy_reg <= 0;
                cycle_counter <= 0;
                bit_counter <= 0;
            end
        endcase
    end
end
always_comb begin
    next_state = curr_state;
    case (curr_state)
        IDLE: begin
            if (tx_start) begin
                next_state = START_BIT;
            end
        end
        START_BIT: begin
            if (cycle_counter == CLK_PER_BIT - 1) begin
                next_state = DATA_BITS;
            end
        end
        DATA_BITS: begin
            if (cycle_counter == CLK_PER_BIT - 1) begin
                if (bit_counter == PAYLOAD_BITS - 1) begin
                    next_state = STOP_BIT;
                end
            end
        end
        STOP_BIT: begin
            if (cycle_counter == CLK_PER_BIT - 1) begin
                next_state = CLEANUP;
            end
        end
        CLEANUP: begin
            next_state = IDLE;
        end
        default: begin
            next_state = IDLE;
        end
    endcase
end
assign tx = tx_reg;
assign tx_busy = busy_reg;
endmodule
### ./run.sh
#!/bin/bash
# OpenROAD 26Q1-2900-gdf79404cd8, Yosys 0.63+post, stock flow scripts
make -C /OpenROAD-flow-scripts/flow DESIGN_CONFIG=/design/flow/config.mk WORK_HOME=/design/flow/orfs finish
### ./config.mk
export PLATFORM = sky130hd
export DESIGN_NAME = uart_loopback_top
export DESIGN_NICKNAME = uart_loopback_top
export VERILOG_FILES = /design/flow/design.v
export SDC_FILE = /design/flow/constraint.sdc
export NUM_CORES = 4
export LEC_CHECK = 1
export CORE_UTILIZATION = 50
### ./constraint.sdc
current_design uart_loopback_top

set clk_period 4.8
set clk_io_pct 0.2

create_clock -name clk0 -period $clk_period [get_ports {clk}]

set non_clock_inputs [all_inputs -no_clocks]
set_input_delay [expr $clk_period * $clk_io_pct] -clock clk0 $non_clock_inputs
set_output_delay [expr $clk_period * $clk_io_pct] -clock clk0 [all_outputs]
==> flow_summary.yaml <==
# implementation run metrics
status:
  status: "finished clean"
sta:
  relSlewSlack: 0.499
  setup_slack_ps: 2370
  hold_violations: 0
  rsz0062_at_grt: "false"
  skew_ps: 9.19
  fin_crit_sh: 0.505
  setup_viol: 0
  drv_slew: 0
  setup_tns_ps: 0
  max_freq_ghz: 0.412
  min_period_ps: 2430
  tightest_slew_ps: 749
setup_path:
  cp-start-kind: "flop"
  crit_family: "flip-flops"
  critPathRequiredTime_ps: 3840
  regToRegSetupSlack_ps: 2510
  crit_buf_inv: 1
  crit_chain: "clkdlybuf4s50_1"
  path_class: "flop to output pin"
  cp_slowest_stage_delay_ps: 590
  crit_fanout: 9
  crit_path_end_kind: "output pin"
  r2r_start: "uart_rx.cycle_counter[0]$_DFFE_PN0P_"
  arrival_ps: 1470
  r2r_cells: 5
  worstReg2RegEnd: "uart_rx.data[2]$_DFFE_PN0P_"
  slowest_stage: "dfrtp_1"
drt:
  via_per_inst: 5.74
  antenna_cells: 0
  vias: 3027
  firstDrtPassIters: 4
  drtIter0Drc: 136
  drc: 0
  ant_nets: 0
  wl_mm: 7.98
  wire_per_inst_um: 15.1
power:
  powerDensity_nw_per_um2: 317
  power_mw: 1.49
  total_leakage_power_nw: 2.11
  vdd_drop_max_mv: 0.153
floorplanning:
  die_w_um: 94.1
  initial_core_util: 0.516
  die_y_um: 94.1
  rows: 33
  fp.dieArea_um2: 8850
  fp.coreArea_um2: 8220
  pin_count: 21
clock_network:
  ctsResizeCount: 0
  holdBufCountCts: 0
  cts_sinks: 85
  cts_inserted_buffers: 9
  clk_pin_slew_ps: 80
  cts.path.max_buffers: 2
  cts_tree: "built"
  clock_latency_ps: 340
  postCtsSetupBuffers: 0
  htree_num_levels: 3
  root_buffer: "clkbuf_8"
logic_synthesis:
  yosysWarningCount: 3
  syn_area_um2: 4240
  synth-seq-cells: 85
  ys_seq_share: 0.497
  edf_count: 0
  syn_inst: 404
  synthArstFlopShare: 0.941
  synthDistinctLibCells: 65
  yosys_most_used_dff: "dfrtp_1"
  ys_area_um2: 4240
  ys_cells: 404
  synth_area_per_cell_um2: 10.5
placement:
  gp_congestion: 0.845
  port-buffer-count: 20
  place_hpwl_mm: 5.41
  dp_cells: 511
  pre_cts_ws_ps: 2450
  dpl-instance-area_um2: 4470
cells_and_area:
  fin_area_um2: 4700
  drive_gt1_frac: 0.147
  reg_top3: "uart_rx.cycle_counter x14, uart_tx.cycle_counter x14"
  fin_cells: 527
  area.growth.synth_to_final_pct: 10.9
min_path:
  hp-start: "uart_rx.rx_sync1$_DFF_PN1_"
  hold_class: "flop to flop"
  min_path_cells: 0
  hold-path-endpoint: "uart_rx.rx_sync2$_DFF_PN1_"
grt:
  grt_usage: 0.208
  grt_first_pass_wirelength_mm: 14.1
  grt_max_degree: 54
  grt_overflow: 0
  antenna_found_initial: 0
  grt_pass1_vias: 2803
flow_run:
  maxCapViolCount: 0
  warnings: 28
==> Yosys cell counts, types with 5 or more instances <==
library cell / n / area (um^2)
dfxtp_1: 5 / 100
or3_1: 5 / 31.3
a22o_1: 7 / 61.3
and3_1: 9 / 56.3
inv_1: 12 / 45.0
mux2_4: 8 / 120
a32o_1: 5 / 50.1
nand3_1: 26 / 130
a31oi_1: 11 / 68.8
o31ai_1: 5 / 37.5
a21oi_1: 16 / 80.1
mux2_2: 18 / 203
o21ai_0: 19 / 95.1
clkbuf_1: 12 / 45.0
ha_1: 7 / 87.6
nor2_1: 22 / 82.6
dfrtp_1: 76 / 1900
nand2_1: 54 / 203
a41oi_1: 5 / 43.8
==> cell families (layout without fill, tap and decap cells) <==
logic type,after synthesis,in the layout,synth area share
compound gates,85,85,0.142
xor+xnor,4,4,0.00827
fa+ha+maj,7,7,0.0207
buf+inv,31,49,0.0345
flops,85,85,0.497
mux,31,31,0.0942
simple gates,161,161,0.203
==> worst register-to-register path, cell delays in order (launching register included) <==
cell	delay, ps
dfrtp_1	410
ha_1	270
and2_1	260
and4_4	350
and3_1	540
mux2_4	340
==> how the worst max path moves through the flow <==
stage         cells past startpoint  slack (ps)                          from            to
CTS                               1        2330  uart_rx.data_valid$_DFF_PN0_  led_rx_valid
global route                      1        2270  uart_rx.data_valid$_DFF_PN0_  led_rx_valid
finish                            1        2370  uart_rx.data_valid$_DFF_PN0_  led_rx_valid
==> cell type report <==
| cell class | count | area [um^2] |
|---|---|---|
| Multi-Input combinational cell | 288 | 1990 |
| Clock buffer | 13 | 159 |
| Sequential cell | 85 | 2110 |
| Fill cell | 700 | 3520 |
| Tap cell | 105 | 131 |
| Clock inverter | 3 | 67.6 |
| Timing Repair Buffer | 21 | 205 |
| Inverter | 12 | 45.0 |
==> metrics by stage <==
| stage | util | hold slack (ps) |
|---|---|---|
| 5_1_grt | 0.572 | 364 |
| 3_3_place_gp | 0.545 | 348 |
| 6_report | 0.572 | 362 |
| 4_1_cts | 0.572 | 361 |
| 3_5_place_dp | 0.545 | 350 |
| 2_1_floorplan | - | 345 |
==> cells in the final DEF (no fill, tap or decap), types with 3 or more instances in the layout <==
cell / synthesis / final
a41oi_1: 5 / 5
a22o_1: 7 / 7
xor2_1: 3 / 3
nand2b_1: 4 / 4
mux2_2: 18 / 18
dfstp_2: 4 / 4
nand2_1: 54 / 54
dfrtp_1: 76 / 76
nor4_1: 3 / 3
nor2_1: 22 / 22
and3_1: 9 / 9
ha_1: 7 / 7
a32o_1: 5 / 5
nand3_1: 26 / 26
clkbuf_8: 0 / 11
a21oi_1: 16 / 16
o31ai_1: 5 / 5
mux2_4: 8 / 8
a21o_1: 4 / 4
a31oi_1: 11 / 11
clkdlybuf4s50_1: 0 / 19
nor3_1: 4 / 4
and2_1: 3 / 3
nand4_1: 4 / 4
nor3b_1: 3 / 3
o21ai_0: 19 / 19
dfxtp_1: 5 / 5
or3_1: 5 / 5
inv_1: 12 / 12
==> routing by layer <==
metal  global-route usage  vias up  wire length, um
li1                     -     1512                -
met3               0.0280        6              321
met1                0.382     1458             4300
met4               0.0269        0               61
met5                    0        -                0
met2                0.280       51             3290
==> power breakdown <==
part | internal (mW) | switching, mW | leakage (nW)
Combinational | 0.0592 | 0.0653 | 0.891
Sequential | 0.760 | 0.0387 | 1.11
Clock | 0.322 | 0.245 | 0.110
Total | 1.14 | 0.349 | 2.11
Power and IR drop assume default switching activity.
